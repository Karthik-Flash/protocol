`flow/run.sh`:
```
#!/bin/bash
# OpenROAD 26Q1-2900-gdf79404cd8, Yosys 0.63+post, stock flow scripts
make -C /OpenROAD-flow-scripts/flow DESIGN_CONFIG=/design/flow/config.mk WORK_HOME=/design/flow/orfs finish
```
`flow/config.mk`:
```
export PLATFORM = sky130hd
export DESIGN_NAME = spi
export DESIGN_NICKNAME = spi
export VERILOG_FILES = /design/flow/design.v
export SDC_FILE = /design/flow/constraint.sdc
export NUM_CORES = 4
export LEC_CHECK = 1
export CORE_UTILIZATION = 30
```
`flow/constraint.sdc`:
```
current_design spi

set clk_period 3.8
set clk_io_pct 0.2

create_clock -name clk0 -period $clk_period [get_ports {clk}]

set non_clock_inputs [all_inputs -no_clocks]
set_input_delay [expr $clk_period * $clk_io_pct] -clock clk0 $non_clock_inputs
set_output_delay [expr $clk_period * $clk_io_pct] -clock clk0 [all_outputs]
```
`flow/design.v`:
```
`timescale 1ns / 1ps
module spi
(
input clk, start, 
input [11:0] din,
output reg cs, mosi, done, 
output sclk
);
integer count = 0;
reg sclkt = 0;
always@(posedge clk)
begin
    if(count < 10)
    count <= count + 1;
    else
    begin
    count  <= 0;
    sclkt  <= ~sclkt;
    end
end
parameter idle = 0, start_tx = 1, send = 2, end_tx = 3; 
reg [1:0] state = idle;
reg [11:0] temp;
integer bitcount = 0;
always@(posedge sclkt)
begin
            case(state)
            idle: begin
               mosi <= 1'b0;
               cs   <= 1'b1;
               done <= 1'b0;
               if(start)
                 state <= start_tx;
               else
                 state <= idle;
            end
            start_tx : begin
              cs    <= 1'b0;
              temp  <= din; 
              state <= send; 
            end
            send : 
            begin
               if(bitcount <= 11) 
               begin
                 bitcount <= bitcount + 1;
                 mosi     <= temp[bitcount];  
                 state    <= send;
               end
               else
                begin
                bitcount <= 0;
                state    <= end_tx;
                mosi     <= 1'b0; 
                end
            end
            end_tx : begin
               cs    <= 1'b1;
               state <= idle;
               done  <= 1'b1;
            end
            default : state <= idle;
            endcase
end
assign sclk = sclkt;
endmodule
```
==> changes_impl.md <==
### Physical design

- Run status: completed
- Cells in synth_stat.txt: 385
- RD Place Congestion: 0.841
- Flip-flop and latch count after synthesis: 82
- Fraction of layout cells with a size suffix above 1: 0.0630
- Number of register pins that no clock reaches: 49
- Flip-flops with a built-in enable: 48
- Tightest Hold Check Type: flip-flop to flip-flop
- Chip Area: 0.0140 mm2
- Syn. warnings: 1
- Hold Vio Cnt, Final: 0
- Init Core Util: 0.307
- Endpoint arrival time on the critical path: 2.45 ns
- Cell count after placement: 565
- Chip Area, Yosys: 0.00406 mm2
- Filler-free cell count of the finished design: 573
- Count of endpoints failing setup in the final report: 0
- Setup repair after global routing missed its margin: no
- Remaining antenna violation count after routing: 0
- Worst relative slew slack: 0.583
- Largest net degree at the start of global routing: 50
- Bufs on Longest Clock Path: 2
- Count of buffering cells on the critical path with inverters included: 0
- Via count of the first global-routing pass: 2,817
- Crit path max-delay cell type: sky130_fd_sc_hd__or4_4
- Post-CTS clock slew at the launch and capture registers of the worst setup and hold paths: 0.05 ns
- Critical-path cell list: ha_1 -> nand2_1 -> or4_4 -> or4_1 -> a21oi_1
- Required time of the critical path: 4.00 ns
- Number of distinct library cell variants in the gate-level netlist after synthesis: 40
- Final Core Density: 0.344
- Final Critical Period: 2.25 ns
- Category of cells accounting for the largest share of critical-path delay: simple AND/OR/NAND/NOR gates
- Setup Total Neg Slack: 0 ns
- Gate count after technology mapping: 385
- CP endpoint kind: flip-flop
- Final antenna diode count: 0
- Count of endpoints without a timing constraint: 99
- Average cell area after synthesis: 10.5 um2
- Fraction of registers with async set/reset: 0
- Actual slew at the worst max-slew pin: 0.626 ns
- Total track usage: 0.115
- Insertion delay of the later-clocked pin in the worst-skew pair: 0.27 ns
- Max stage delay on crit path: 0.64 ns
- Number of max-cap violations: 0
- Crit path kind: flip-flop to flip-flop
- Number of buffers inserted to repair setup after CTS: 0
- CP max FO: 15
- Num CTS Buffers: 5
- Highest Clock Rate: 445 MHz
- Number of DRC violations after detailed-routing iteration 0: 197
- Syn-to-layout area delta: 12.3%
- Type of element launching the critical path: flip-flop
- Primary flip-flop cell chosen by synthesis mapping: sky130_fd_sc_hd__edfxtp_1
- Number of remaining DRC errors: 0
- Number of I/O port buffers: 17
- Wirelength, routed: 7350 um
- Via Count: 2,974
- Worst hold slack after final layout: 0.494 ns
- Fill cells: 1,326
- CTS hold repair buffers: 0
- Final Cycle Share: 0.592
- # H-tree levels: 2
- Global-route wire length before repair: 13,100 um
- Number of ports placed on the die boundary: 18
- Highest ir drop seen on vdd: 0.165 mV
- Overall die height: 118 um
- Overflow after GRT: 0
- Wirelength per Cell: 12.8 um
- Sequential share of the synthesized area: 0.523
- Placeable core region: 0.0132 mm2
- Cell Pwr Density: 166 mW/mm2
- Iteration tally of the first detailed-router pass: 4
- Die X-Extent: 118 um
- Per-cell via count in the routed design: 5.19
- Number of cells upsized or downsized after cts: 0
- CTS Root Buffer Type: sky130_fd_sc_hd__clkbuf_16
- Netlist Area Pre-Place: 0.00406 mm2
- Site Rows: 42
- Clock tree from TritonCTS: built
- Leak Pwr: 1.52 nW
- Count of warning messages emitted by the tools: 29
- Antenna violations before repair: 0
- Estimated wirelength of the detail-placed design: 5090 um
- Clock tree skew after final layout: 0.00262 ns
- Final max-slew violation count: 0
[cell type report]
type | instances | area [um2] | area share
timing repair buffer | 21 | 200 | 0.0439
sequential | 82 | 2120 | 0.465
multi-input combinational | 275 | 1830 | 0.401
tap | 176 | 220 | 0.0483
inverter | 11 | 41.3 | 0.00906
clock buffer | 8 | 146 | 0.0321
[sequential cells by signal, summed over array words and instances (netlist names)]
signal / flops
state: 2
sclkt: 1
done: 1
bitcount: 32
temp: 12
cs: 1
count: 32
mosi: 1
[metal layers]
metal	wire length (um)	GRT usage
met5	0	0
met2	3380	0.185
met4	55	0.0112
met1	3610	0.174
met3	305	0.0182
[logic make-up after synthesis]
family | after synthesis | share of synthesized area
AND/OR/NAND/NOR | 167 | 0.248
flip-flops | 82 | 0.523
AND-OR/OR-AND | 70 | 0.100
buffers and inverters | 28 | 0.0296
XOR/XNOR | 27 | 0.0582
adder cells (fa/ha/maj) | 7 | 0.0216
multiplexers | 4 | 0.0191
[power by group]
| group | internal [mW] | total [mW] | switching [mW] |
|---|---|---|---|
| sequential | 0.350 | 0.350 | 0 |
| clock | 0.260 | 0.391 | 0.131 |
| combinational | 0.0116 | 0.0135 | 0.00181 |
[metrics by stage]
| stage | power, mW | area [um2] | setup WS (ns) |
|---|---|---|---|
| floorplan | 0.358 | 4060 | 1.84 |
| global placement | 0.371 | 4410 | 1.67 |
| detailed placement | 0.371 | 4410 | 1.60 |
| CTS | 0.763 | 4560 | 1.55 |
| global route | 0.779 | 4560 | 1.41 |
| finish | 0.755 | 4560 | 1.55 |
[cell usage in the layout (no fill, tap or decap), types with 12 or more instances in the layout]
cell type                         count
sky130_fd_sc_hd__edfxtp_1            48
sky130_fd_sc_hd__dfxtp_1             34
sky130_fd_sc_hd__a21oi_1             32
sky130_fd_sc_hd__nor2_1              31
sky130_fd_sc_hd__or4_1               20
sky130_fd_sc_hd__nand3_1             18
sky130_fd_sc_hd__o31ai_1             18
sky130_fd_sc_hd__nand4_1             17
sky130_fd_sc_hd__clkdlybuf4s50_1     17
sky130_fd_sc_hd__nor4_1              16
sky130_fd_sc_hd__nand2_1             16
sky130_fd_sc_hd__o21ai_0             15
sky130_fd_sc_hd__xor2_1              15
sky130_fd_sc_hd__xnor2_1             12
[worst paths after layout]
path                  from        end  slack, ns  cells after the start
setup / recovery  count[0]  count[26]       1.55                      5
hold / removal    count[0]   count[0]       0.49                      1
setup reg to reg  count[0]  count[26]       1.55                      5
hold reg to reg   count[0]   count[0]       0.49                      1
[synth_stat cells, drive strengths merged (15+ instances only)]
library cell,instances,share of area
or4,22,0.043
o31ai,18,0.033
o21ai,15,0.018
dfxtp,34,0.17
nor2,31,0.029
nand3,19,0.025
edfxtp,48,0.36
nand2,16,0.015
a21oi,33,0.041
nand4,19,0.037
xor2,15,0.032
nor4,16,0.025
Power and IR drop assume default switching activity.
