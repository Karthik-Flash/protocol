<file path="design.v">
module i2c
  (
 input clk,
 input rst,
 input newd,
 input ack,
 input wr,   
 output scl,
 inout sda,
 input [7:0] wdata,
 input [6:0] addr,  
 output reg [7:0] rdata,
 output reg done
  );
 reg sda_en = 0;
 reg sclt, sdat, donet; 
 reg [7:0] rdatat; 
 reg [7:0] addrt;
parameter idle = 0, check_wr = 1, wstart = 2, wsend_addr = 3, waddr_ack = 4, 
                wsend_data = 5, wdata_ack = 6, wstop = 7, rsend_addr = 8, 
                raddr_ack = 9, rsend_data = 10,
                rdata_ack = 11, rstop = 12 ;
  reg [3:0] state;
  reg sclk_ref = 0;
  integer count = 0;
  integer i = 0;
  always@(posedge clk)
    begin
      if(count <= 9) 
        begin
           count <= count + 1;     
        end
      else
         begin
           count     <= 0; 
           sclk_ref  <= ~sclk_ref;
         end	      
    end
  always@(posedge sclk_ref, posedge rst)
    begin 
      if(rst == 1'b1)
         begin
           sclt  <= 1'b0;
           sdat  <= 1'b0;
           donet <= 1'b0;
         end
       else begin
         case(state)
           idle : 
           begin
              sdat <= 1'b0;
              done <= 1'b0;
              sda_en  <= 1'b1;
              sclt <= 1'b1;
             if(newd == 1'b1) 
                state  <= wstart;
             else 
                 state <= idle;         
           end
            wstart: 
            begin
              sdat  <= 1'b0;
              sclt  <= 1'b1;
              state <= check_wr;
              addrt <= {addr,wr};
            end
            check_wr: begin
              if(wr == 1'b1) 
                 begin
                 state <= wsend_addr;
                 sdat <= addrt[0];
                 i <= 1;
                 end
               else 
                 begin
                 state <= rsend_addr;
                 sdat <= addrt[0];
                 i <= 1;
                 end
            end
            wsend_addr : begin                
                      if(i <= 7) begin
                      sdat  <= addrt[i];
                      i <= i + 1;
                      end
                      else
                        begin
                          i <= 0;
                          state <= waddr_ack; 
                        end   
                    end
           waddr_ack : begin
             if(ack == 1'b1) begin
               state <= wsend_data;
               sdat  <= wdata[0];
               i <= i + 1;
               end
             else
               state <= waddr_ack;
           end
         wsend_data : begin
           if(i <= 7) begin
              i     <= i + 1;
              sdat  <= wdata[i]; 
           end
           else begin
              i     <= 0;
              state <= wdata_ack;
           end
         end
          wdata_ack : begin
             if(ack == 1'b1) begin
               state <= wstop;
               sdat <= 1'b0;
               sclt <= 1'b1;
               end
             else begin
               state <= wdata_ack;
             end 
            end
         wstop: begin
              sdat  <=  1'b1;
              state <=  idle;
              done  <=  1'b1;  
         end
          rsend_addr : begin
                     if(i <= 7) begin
                      sdat  <= addrt[i];
                      i <= i + 1;
                      end
                      else
                        begin
                          i <= 0;
                          state <= raddr_ack; 
                        end   
                    end
           raddr_ack : begin
             if(ack == 1'b1) begin
               state  <= rsend_data;
               sda_en <= 1'b0;
             end
             else
               state <= raddr_ack;
           end
         rsend_data : begin
                   if(i <= 7) begin
                         i <= i + 1;
                         state <= rsend_data;
                         rdata[i] <= sda;
                      end
                      else
                        begin
                          i <= 0;
                          state <= rstop;
                          sclt <= 1'b1;
                          sdat <= 1'b0;  
                        end         
         end
         rstop: begin
              sdat  <=  1'b1;
              state <=  idle;
              done  <=  1'b1;  
              end
         default : state <= idle;
          	 endcase
          end
  end
 assign scl = (( state == wstart) || ( state == wstop) || ( state == rstop)) ? sclt : sclk_ref;
 assign sda = (sda_en == 1'b1) ? sdat : 1'bz;
endmodule
</file>
<file path="run.sh">
#!/bin/bash
# OpenROAD 26Q1-2900-gdf79404cd8, Yosys 0.63+post, stock flow scripts
make -C /OpenROAD-flow-scripts/flow DESIGN_CONFIG=/design/flow/config.mk WORK_HOME=/design/flow/orfs finish
</file>
<file path="config.mk">
export PLATFORM = sky130hd
export DESIGN_NAME = i2c
export DESIGN_NICKNAME = i2c
export VERILOG_FILES = /design/flow/design.v
export SDC_FILE = /design/flow/constraint.sdc
export NUM_CORES = 4
export LEC_CHECK = 1
export CORE_UTILIZATION = 50
</file>
<file path="constraint.sdc">
current_design i2c

set clk_period 6.2
set clk_io_pct 0.2

create_clock -name clk0 -period $clk_period [get_ports {clk}]

set non_clock_inputs [all_inputs -no_clocks]
set_input_delay [expr $clk_period * $clk_io_pct] -clock clk0 $non_clock_inputs
set_output_delay [expr $clk_period * $clk_io_pct] -clock clk0 [all_outputs]
</file>
==> results.json <==
{
  "outcome": "aborted with a tool error",
  "haltStage": "4_1_cts",
  "stop_error": "[error] [KeplerFormal.cpp:679] Workflow failed: Iso has multiple drivers: .sda0, sda$_DFFE_PP0P_.Q0",
  "place_area_um2": 6330,
  "edf_count": 51,
  "die_y_um": 111,
  "async_reset_ff_share_pct": 2.08,
  "yosys_warnings": 2,
  "ys_area_um2": 5990,
  "ys.flop_type": "edfxtp_1",
  "post_cts.repair.setup_buffers": 0,
  "portBuffers": 29,
  "syn_area_um2": 5990,
  "unclocked_regs": 63,
  "cts_buffers": 5,
  "untimed_endpoints": 123,
  "ys_ff": 96,
  "yosysMostFrequentCell": "nor2_1",
  "place_congestion": 0.875,
  "io_pins": 31,
  "holdBufCountCts": 0,
  "die_w_um": 111,
  "dp.cells": 790,
  "largest_area_cell": "edfxtp_1",
  "htree_levels": 2,
  "ys_types": 77,
  "cts_root_buf": "clkbuf_16",
  "ctsResizeCount": 0,
  "ys_cells": 655,
  "dp_hpwl_um": 9380,
  "yosysSeqAreaShare_pct": 40.8,
  "syn_inst": 655,
  "clockBufferDepth": 2,
  "fp-row-count": 39,
  "syn_area_per_cell_um2": 9.14,
  "place_ws_ns": 3.65,
  "netlist.area_leader.share_pct": 25.6,
  "area_leaders": "edfxtp_1, dfxtp_1, nor2_1",
  "common_cells": "nor2_1, edfxtp_1, nand2_1, dfxtp_1, xor2_1",
  "fp_util_pct": 51.8
}
==> cell families after synthesis <==
family / synth area share, %
flip-flops: 40.8
AND-OR/OR-AND: 11.9
buffers and inverters: 4.14
adder cells (fa/ha/maj): 1.05
XOR/XNOR: 9.36
multiplexers: 4.58
AND/OR/NAND/NOR: 28.2
