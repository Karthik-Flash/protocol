[run.sh]
#!/bin/bash
# OpenROAD 26Q1-2900-gdf79404cd8, Yosys 0.63+post, stock flow scripts
make -C /OpenROAD-flow-scripts/flow DESIGN_CONFIG=/design/flow/config.mk WORK_HOME=/design/flow/orfs finish
[config.mk]
export PLATFORM = sky130hd
export DESIGN_NAME = uart
export DESIGN_NICKNAME = uart
export VERILOG_FILES = /design/flow/design.v
export SDC_FILE = /design/flow/constraint.sdc
export NUM_CORES = 4
export LEC_CHECK = 1
export CORE_UTILIZATION = 30
[constraint.sdc]
current_design uart

set clk_period 6.9
set clk_io_pct 0.2

create_clock -name clk0 -period $clk_period [get_ports {clk}]

set non_clock_inputs [all_inputs -no_clocks]
set_input_delay [expr $clk_period * $clk_io_pct] -clock clk0 $non_clock_inputs
set_output_delay [expr $clk_period * $clk_io_pct] -clock clk0 [all_outputs]
[design.v]
`timescale 1ns / 1ps 
module uart(
    input clk,
    input start,
    input [7:0] txin,
    output reg tx, 
    input rx,
    output [7:0] rxout,
    output rxdone, txdone
    );
 parameter clk_value = 100_000;
 parameter baud = 9600;
 parameter wait_count = clk_value / baud;
 reg bitDone = 0;
 integer count = 0;
 parameter idle = 0, send = 1, check = 2;
 reg [1:0] state = idle;
 always@(posedge clk)
 begin
  if(state == idle)
    begin 
    count <= 0;
    end
  else begin
    if(count == wait_count)
       begin
        bitDone <= 1'b1;
        count   <= 0;  
       end
    else
       begin
       count   <= count + 1;
       bitDone <= 1'b0;  
      end    
  end
 end
 reg [9:0] txData; 
 integer bitIndex = 0;  
 reg [9:0] shifttx = 0;
 always@(posedge clk)
 begin
 case(state)
 idle : 
     begin
           tx       <= 1'b1;
           txData   <= 0;
           bitIndex <= 0;
           shifttx  <= 0;
            if(start == 1'b1)
              begin
                txData <= {1'b1,txin,1'b0};
                state  <= send;
              end
            else
              begin           
               state <= idle;
              end
     end
  send: begin
           tx       <= txData[bitIndex];
           state    <= check;
           shifttx  <= {txData[bitIndex], shifttx[9:1]};
  end 
  check: 
  begin
               if(bitIndex <= 9)  
                  begin
                    if(bitDone == 1'b1)
                     begin
                     state <= send;
                     bitIndex <= bitIndex + 1;
                     end
                 end
                else
                begin
                state <= idle;
                bitIndex <= 0;
                end
            end
 default: state <= idle;
 endcase
 end
assign txdone = (bitIndex == 9 && bitDone == 1'b1) ? 1'b1 : 1'b0;
 integer rcount = 0;
 integer rindex = 0;
 parameter ridle = 0, rwait = 1, recv = 2, rcheck = 3;
 reg [1:0] rstate;
 reg [9:0] rxdata;
 always@(posedge clk)
 begin
 case(rstate)
 ridle : 
     begin
      rxdata <= 0;
      rindex <= 0;
      rcount <= 0;
         if(rx == 1'b0)
          begin
           rstate <= rwait;
          end
         else
           begin
           rstate <= ridle;
           end
     end
rwait : 
begin
      if(rcount < wait_count / 2)
         begin
          rcount <= rcount + 1;
          rstate <= rwait;
         end
     else
       begin
          rcount <= 0;
          rstate <= recv;
          rxdata <= {rx,rxdata[9:1]}; 
       end
end
recv : 
begin
     if(rindex <= 9) 
      begin
      if(bitDone == 1'b1) 
        begin
        rindex <= rindex + 1;
        rstate <= rwait;
        end
      end
      else
        begin
        rstate <= ridle;
        rindex <= 0;
        end
end
default : rstate <= ridle;
 endcase
 end
assign rxout = rxdata[8:1]; 
assign rxdone = (rindex == 9 && bitDone == 1'b1) ? 1'b1 : 1'b0;
 endmodule
==> GITHUB_STEP_SUMMARY <==
### Flow metrics

| Metric | Value |
|---|---|
| Drt drc | 0 |
| Final WL | 14350 um |
| Initial antenna violation count | 0 |
| Die x size | 164.4 um |
| Longest Clk Path Bufs | 2 |
| Wirelength per Cell | 12.66 um |
| Clock sink count | 152 |
| Syn avg cell area | 10.32 um^2 |
| Worst Skew | 0.009267 ns |
| Cells after synthesis | 767 |
| Crit path buf inv count | 1 |
| WS Path Type | flop to output port |
| Final min period | 3.679 ns |
| Routed vias/inst | 4.781 |
| Io pins | 22 |
| Main logic family after synthesis | simple AND/OR/NAND/NOR gates |
| Cts bufs inserted | 17 |
| DP Wirelength | 9268 um |
| Crit path launch type | flop |
| Placed cell areas | 0.008496 mm^2 |
| Final Setup Violations | 0 |
| Synth warn | 1 |
| Clk latency of the worst-skew pair | 0.42 ns |
| First-pass GRT wire length | 24400 um |
| Count of library flops with an enable pin | 120 |
| Yosys cell types | 49 |
| Clock slew at reported path FFs | 0.06 ns |
| Critical path endpoint category | output port |
| Tool warnings | 31 |
| Place WS | 3.684 ns |
| CTS tree | yes |
| RSZ-0062 raised after global routing | no |
| Final core occ | 0.3476 |
| Highest Clock Rate | 271.8 MHz |
| Layout area overhead | 14.10% |
| Worst path arrival time | 2.30 ns |
| Peak supply drop | 0.1458 mV |
| Die area | 0.02704 mm^2 |
| Worst hold path type | flop to flop |
| Die H | 164.4 um |
| Compound Share, Synth | 0.02150 |
| Crit Path Max Fanout | 5 |
| DR pass1 iterations | 20 |
| Core area | 0.02598 mm^2 |
| Slowest CP cell | clkdlybuf4s50_1 |
| FP Rows | 59 |
| Mux area share | 0.005533 |
| Area reported by Yosys stat | 0.007915 mm^2 |
| Global Route Usage Sum | 0.1152 |
| Overall power | 3338 uW |
| DR vias | 5417 |
| Routability Congestion | 0.8055 |
| Design Area, Final | 0.009031 mm^2 |
| Critical-path cell list | nor4_1 -> nand4_1 -> nor3_1 -> clkdlybuf4s50_1 |
| N_diodes | 0 |
| Cts hold-fix bufs | 0 |
| Area share of fa/ha/maj cells after synthesis | 0.01581 |
| Max-cap viol count | 0 |
| Status | completed |
| Yosys stat cell total | 767 |
| Worst slew margin | 0.3969 |
| Grt ovf | 0 |
| Final period utilization | 0.5332 |
| Simple-Gate Fraction of Synth Area | 0.2615 |
| Xor/xnor share of the synthesized area | 0.1250 |
| Lkg Pwr | 0.002926 uW |
| Layout cell share with drive strength beyond 1 | 0.07018 |
| Most used DFF post-synth | edfxtp_1 |
| H-tree Lvls | 4 |
| Post-synth seq share | 0.5362 |
| Synthesized area | 0.007915 mm^2 |
| Init Core Util | 0.3046 |
| Largest net degree at the start of global routing | 33 |
| Crit path DRT | 5.52 ns |
| Top cell family by delay on the critical path | simple AND/OR/NAND/NOR gates |
| Ys flops | 152 |
| Setup TNS | 0 ns |
| Vias in the first global route | 5121 |
| Clk Tree Root Cell | clkbuf_16 |
| Final worst setup slack | 3.221 ns |
| Buffers on Ports | 21 |
| Worst-Margin Slew | 0.8971 ns |
| Initial DRC Count | 281 |
| Final hold violation count | 0 |
| FFs w/ async S/R, synth | 0 |
| PD cells | 369.6 mW/mm^2 |
| Final ANT Viol Nets | 0 |
| Largest stage delay, worst path | 0.52 ns |
| CTS resizes | 0 |
| Final max-slew violation count | 0 |
| Setup bufs post-CTS | 0 |
synth_stat cells, drive strengths merged (9+ instances only):
| cell type | n | area [um^2] |
|---|---|---|
| nand4 | 45 | 296.5 |
| nor2 | 142 | 533.0 |
| dfxtp | 32 | 640.6 |
| edfxtp | 120 | 3603 |
| ha | 10 | 125.1 |
| xnor2 | 40 | 350.3 |
| nand3 | 49 | 250.2 |
| inv | 21 | 78.83 |
| and4 | 9 | 82.58 |
| buf | 12 | 92.59 |
| clkbuf | 24 | 101.3 |
| nor4 | 32 | 206.5 |
| and2 | 23 | 143.9 |
| nand2 | 41 | 153.9 |
| and3 | 21 | 131.4 |
| nor3 | 20 | 100.1 |
| xor2 | 73 | 639.4 |
logic make-up after synthesis:
kind of cell    Yosys count
compound gates           27
fa+ha+maj                10
buf+inv                  57
mux                       3
flops                   152
xor+xnor                113
simple gates            405
layer usage:
| layer | part of all wire | wire length (um) | up-vias | track usage |
|---|---|---|---|---|
| li1 | - | - | 2787 | - |
| met1 | 0.51 | 7263 | 2519 | 0.1823 |
| met2 | 0.44 | 6355 | 93 | 0.1718 |
| met3 | 0.036 | 518 | 18 | 0.02740 |
| met4 | 0.015 | 212 | 0 | 0.01543 |
| met5 | 0 | 0 | - | 0 |
power breakdown:
| group | switching (uW) | internal (uW) | total [uW] |
|---|---|---|---|
| registers | 344 | 1410 | 1750 |
| logic | 422 | 315 | 737 |
| clock network | 367 | 479 | 846 |
| total | 1130 | 2200 | 3340 |
registers in the layout, summed over array words and instances, names as in the netlist:
name      cells
bitIndex     32
count        32
rcount       32
rindex       32
rxdata        9
txData        9
rstate        2
state         2
bitDone       1
tx            1
cell type report:
| type | count | area, um^2 |
|---|---|---|
| Multi-Input combinational cell | 558 | 3438 |
| Inverter | 21 | 78.83 |
| Timing Repair Buffer | 35 | 315.3 |
| Fill cell | 2565 | 16950 |
| Tap cell | 335 | 419.2 |
| Clock inverter | 10 | 71.32 |
| Clock buffer | 22 | 464.2 |
| Sequential cell | 152 | 4244 |
placed cells by master (no fill, tap or decap), drive strengths merged, types with 10 or more instances in the layout:
master         instances
buf                   14
nand3                 49
and2                  23
nor2                 142
clkdlybuf4s50         21
and3                  21
inv                   23
nor3                  20
nand2                 41
clkbuf                22
xor2                  73
nand4                 45
xnor2                 40
nor4                  32
dfxtp                 32
ha                    10
edfxtp               120
path summary, 6_finish.rpt:
kind / cells past startpoint / endpoint / slack, ns / startpoint
setup reg to reg: 6 / bitIndex[12] / 4.01 / bitIndex[6]
setup / recovery: 4 / txdone / 3.22 / bitIndex[6]
hold / removal: 1 / count[0] / 0.50 / count[0]
hold reg to reg: 1 / count[0] / 0.50 / count[0]
stage by stage:
stage               instances  hold slack, ns
global route             1133          0.5709
detailed placement       1101          0.4856
finish                   1133          0.4988
floorplan                 767          0.4525
CTS                      1133          0.4989
global placement         1101          0.4783
Power figures rest on the tool's default switching activity, not on a simulated workload.
